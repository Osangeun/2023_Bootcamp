## design/flow/design.v

```verilog
module full_adder(
    input a,
    input b,
    input cin,
    output sum,
    output cout
);
wire carry0, carry1, carry2;
half_adder ha0(
    .a(a),
    .b(b),
    .sum(carry0),
    .cout(carry1)
);
half_adder ha1(
    .a(carry0),
    .b(cin),
    .sum(sum),
    .cout(carry2)
);
assign cout = carry1 | carry2;
endmodule
module half_adder(
    input a,
    input b,
    output sum,
    output cout
);
assign sum = a ^ b;
assign cout = a & b;
endmodule
module sub(
    input [3:0] a,
    input [3:0] b,
    input cin,
    output cout,
    output [3:0] sum
);
wire c0, c1, c2;
wire [3:0] b1;
assign b1 = (cin == 1'b1) ? ~b : b;
full_adder fa0(
    .a(a[0]),
    .b(b1[0]),
    .cin(cin),
    .cout(c0),
    .sum(sum[0])
);
full_adder fa1(
    .a(a[1]),
    .b(b1[1]),
    .cin(c0),
    .cout(c1),
    .sum(sum[1])
);
full_adder fa2(
    .a(a[2]),
    .b(b1[2]),
    .cin(c1),
    .cout(c2),
    .sum(sum[2])
);
full_adder fa3(
    .a(a[3]),
    .b(b1[3]),
    .cin(c2),
    .cout(cout),
    .sum(sum[3])
);
endmodule 
```

## design/flow/run.sh

```bash
#!/bin/bash
# OpenROAD 26Q1-2900-gdf79404cd8, Yosys 0.63+post, stock flow scripts
make -C /OpenROAD-flow-scripts/flow DESIGN_CONFIG=/design/flow/config.mk WORK_HOME=/design/flow/orfs finish
```

## design/flow/config.mk

```make
export PLATFORM = sky130hd
export DESIGN_NAME = sub
export DESIGN_NICKNAME = sub
export VERILOG_FILES = /design/flow/design.v
export SDC_FILE = /design/flow/constraint.sdc
export NUM_CORES = 4
export LEC_CHECK = 1
export CORE_AREA = 10 10 70 70
export DIE_AREA = 0 0 80 80
```

## design/flow/constraint.sdc

```tcl
current_design sub

set clk_period 2.8
set clk_io_pct 0.2

create_clock -name clk0 -period $clk_period

set non_clock_inputs [all_inputs -no_clocks]
set_input_delay [expr $clk_period * $clk_io_pct] -clock clk0 $non_clock_inputs
set_output_delay [expr $clk_period * $clk_io_pct] -clock clk0 [all_outputs]
```

==> out/results.ini <==
[final_layout]
flop_area_sq_um=0
fin_util_pct=9.85
clockBufferCount=0
layout-area-overhead-vs-synth_pct=119
ff_count=0
fillerInstances=407
comb_area_sq_um=121
share_of_cells_above_drive_strength_1_pct=44.8
finish.cell_count_without_fillers=75

[synth]
yosysWarningCount=0
synth_cells=17
mappedNetlistArea_sq_um=154
yosysCellCount=17
yosysSeqAreaShare_pct=0
synth_cell_type_count=6
synthesis.area_per_instance_sq_um=9.05
ys_area_sq_um=154

[pwr]
vdd_drop_max_mv=0.0471
p_clk_share_pct=0
power.share.switching_pct=36.4
seqPwrFrac_pct=0
comb_power_share_pct=100.0
power_report.internal_total_w=0.0000404
leakage_nw=0.147
power_dens_cells_nw_per_um2=189
switchingPower_w=0.0000231

[timing]
slew_viol_final=0
finalWorstSetupSlack_ns=0.0654
slew-limit-headroom_pct=86.6
max_slew.worst_pin.slew_ns=0.197
grt_setup_unrepaired=false
finalClockPeriodUsage_pct=97.7
final_hold_viol_count=0
setup-violations-final=0
finalWorstPathRequiredPeriod_ns=2.73
highest_achievable_clock_rate_ghz=0.366

[placement]
dp_slack_ns=-0.737
detailed_place_hpwl_um=512
place.port_buffers=14
dp.cells=75
place.gp.congestion=0.667

[setup_path]
critPathLaunchType=primary input
crit_start=b[0]
timing.critical_path.to=sum[3]
crit_arrival_ns=2.17
crit_required_ns=2.24
cp-end-kind=output port
category_of_the_most_critical_setup_path=in2out
path_max_fanout=2

[route]
antenna_violating_nets_post_route=0
post_drt_wl_per_cell_um=6.96
routed_wirelength_um=522
avgViaCountPerCell=1.72
drc_errors=0
vias=129
drt_pre_antenna_iters=2
antennaDiodeCount=0
drt_iter0_drc=2

[flow_run]
stage_log_warnings=33
drv.max_cap_violation_count=0

[die]
die-width_um=80
chip_area_sq_um=6400
fp-utilization_pct=4.51
core_sq_um=3420
die_h_um=80
design.portCount=14
core.rowCount=21

[global_routing]
globalRouteOverflowTotal=0
number_of_global_route_vias_before_repair=141
antenna_found_initial=0
grt_max_degree=4
all_layer_gr_usage_pct=1.55
grt_pass1_wl_um=786

[run_status]
run_status=finished, final reports clean

[min_path]
worst_hold_path_depth=3
min-delay-path-class=in2out

[clock_tree]
hold_buffers=0
postcts_setup_bufs=0

==> critical path, stage by stage <==
cell and delay [ns]:
sky130_fd_sc_hd__buf_6 0.10, sky130_fd_sc_hd__mux2i_2 0.15, sky130_fd_sc_hd__fa_2 0.41, sky130_fd_sc_hd__fa_2 0.39
sky130_fd_sc_hd__inv_2 0.06, sky130_fd_sc_hd__fa_1 0.38, sky130_fd_sc_hd__clkbuf_2 0.13
==> synth_stat cells <==
library cell	count	area [sq um]
sky130_fd_sc_hd__inv_1	5	18.8
sky130_fd_sc_hd__fa_1	3	60.1
sky130_fd_sc_hd__mux2i_1	1	10.0
sky130_fd_sc_hd__xor2_1	2	17.5
sky130_fd_sc_hd__xnor2_1	2	17.5
sky130_fd_sc_hd__buf_4	4	30.0
==> repair_timing <==
action / CTS / global route
gates resized: 13 / 15
pin swaps: 1 / 3
cloned: 0 / 0
endpoints found under the setup margin: 4 / 3
==> how the worst min path moves through the flow <==
stage        end  from
6_report  sum[0]  a[0]
4_1_cts   sum[0]  a[0]
5_1_grt   sum[0]  a[0]
==> power groups by stage <==
| stage | registers [W] | logic [W] | clock network [W] |
|---|---|---|---|
| after CTS | 0 | 0.0000653 | 0 |
| after global routing | 0 | 0.0000717 | 0 |
| final | 0 | 0.0000635 | 0 |
==> metal layers <==
metal  wire (um)  global-route usage, %  vias to the layer above  part of all wire (%)
li1            -                      -                       68                     -
met1         373                   3.00                       47                    71
met2          62                   1.04                       14                    12
met3          86                   1.02                        0                    16
met4           0                      0                        0                     0
met5           0                      0                        -                     0
==> metrics by stage <==
stage	hold WS [ns]	cell area [sq um]	total power, W	TNS [ns]
2_1_floorplan	1.23	154	0.0000326	0
3_3_place_gp	2.09	337	0.0000685	-1.58
4_1_cts	1.83	343	0.0000653	-0.193
6_report	1.69	337	0.0000635	0
5_1_grt	1.70	337	0.0000717	0
3_5_place_dp	2.10	337	0.0000701	-1.66
==> area by class of cell <==
class / count / share of cell area, %
inverters: 5 / 5.58
multi-input cells: 8 / 36.1
well taps: 46 / 17.1
repair buffers: 16 / 41.3
==> cell usage in the layout (no fill, tap or decap) <==
cell / n
sky130_fd_sc_hd__buf_4: 2
sky130_fd_sc_hd__buf_6: 1
sky130_fd_sc_hd__clkbuf_2: 3
sky130_fd_sc_hd__clkbuf_4: 1
sky130_fd_sc_hd__clkdlybuf4s50_1: 6
sky130_fd_sc_hd__dlygate4sd2_1: 2
sky130_fd_sc_hd__dlymetal6s2s_1: 1
sky130_fd_sc_hd__fa_1: 1
sky130_fd_sc_hd__fa_2: 2
sky130_fd_sc_hd__inv_1: 3
sky130_fd_sc_hd__inv_2: 2
sky130_fd_sc_hd__mux2i_2: 1
sky130_fd_sc_hd__xnor2_1: 1
sky130_fd_sc_hd__xnor2_2: 1
sky130_fd_sc_hd__xor2_1: 2
==> cells by family after synthesis <==
family                   after synthesis  synth area share (%)
multiplexers                           1                  6.50
adder cells (fa/ha/maj)                3                  39.0
buffers and inverters                  9                  31.7
XOR/XNOR                               4                  22.8
Power figures rest on the tool's default switching activity, not on a simulated workload.
